==> flow/design.v <==
`timescale 1ns / 1ps
module add1(A,B,C0,SUM, Overflow);
	input A, B, C0;
	output SUM, Overflow;
	wire [1:0]SumTemp;
	assign SumTemp = A + B + C0;
	assign Overflow = SumTemp[1];
	assign SUM = SumTemp[0];
endmodule
`timescale 1ns / 1ps
module add4(
    input [3:0]A,
    input [3:0]B,
    input C0,
    output [3:0]SUM,
    output Overflow
    );
	 wire [3:0]Ct;
	 add1 op1( A[0], B[0], C0, SUM[0], Ct[0]); 
	 add1 op2( A[1], B[1], Ct[0], SUM[1], Ct[1]); 
	 add1 op3( A[2], B[2], Ct[1], SUM[2], Ct[2]); 
	 add1 op4( A[3], B[3], Ct[2], SUM[3], Ct[3]); assign Overflow = Ct[3];
endmodule
`timescale 1ns / 1ps
module add8(
    input [7:0]A,
    input [7:0]B,
    input C0,
    output [7:0]SUM,
    output Overflow
    );
	 wire[1:0]Ct;
	 add4 op1(A[3:0], B[3:0], C0, SUM[3:0], Ct[0]);
	 add4 op2(A[7:4], B[7:4], Ct[0], SUM[7:4], Ct[1]);
	 assign Overflow = Ct[1];
endmodule
==> flow/run.sh <==
#!/bin/bash
# OpenROAD 26Q1-2900-gdf79404cd8, Yosys 0.63+post, stock flow scripts
make -C /OpenROAD-flow-scripts/flow DESIGN_CONFIG=/design/flow/config.mk WORK_HOME=/design/flow/orfs finish
==> flow/config.mk <==
export PLATFORM = sky130hd
export DESIGN_NAME = add8
export DESIGN_NICKNAME = add8
export VERILOG_FILES = /design/flow/design.v
export SDC_FILE = /design/flow/constraint.sdc
export NUM_CORES = 4
export LEC_CHECK = 1
export CORE_AREA = 10 10 70 70
export DIE_AREA = 0 0 80 80
==> flow/constraint.sdc <==
current_design add8

set clk_period 7.7
set clk_io_pct 0.2

create_clock -name clk0 -period $clk_period

set non_clock_inputs [all_inputs -no_clocks]
set_input_delay [expr $clk_period * $clk_io_pct] -clock clk0 $non_clock_inputs
set_output_delay [expr $clk_period * $clk_io_pct] -clock clk0 [all_outputs]
==> results.py <==
# Flow results
metrics = {
    "outcome": {
        "status": "finished clean",
    },
    "yosys": {
        "area_leaders": "fa_1 (62%), buf_4 (23%), inv_1 (15%)",
        "yosysSeqAreaShare_pct": 0,
        "ys_area_um2": 258,
        "synth_top_cell_by_count": "inv_1",
        "yosys.area.top_type": "fa_1",
        "synth_cell_type_count": 3,
        "syn_area_um2": 258,
        "synth_top_area_share_pct": 62.1,
        "top_cells_by_count": "inv_1 (10), buf_4 (8), fa_1 (8)",
        "syn_inst": 26,
        "ys.warnings.count": 0,
        "synth_area_per_cell_um2": 9.91,
        "yosys_cells": 26,
    },
    "worst_setup_path": {
        "cpMostUsedCell": "fa_1",
        "slowest_stage": "clkdlybuf4s50_1",
        "crit_arrival_ps": 5520,
        "critPathMaxFanout": 1,
        "critPathBufInv": 6,
        "cpPeakStageDelay_ps": 470,
        "start_kind": "input pin",
        "crit_type": "input pin to primary output",
        "critPathTopFamily": "adder cells",
        "cp-end-kind": "primary output",
        "required_ps": 6160,
        "crit_chain": "clkdlybuf4s50_1 > inv_1 > fa_1 > inv_1 > fa_1 > fa_1 > fa_1 > fa_1 > fa_1 > fa_1 > inv_1 > fa_1 > inv_1 > clkdlybuf4s50_1",
    },
    "detailed_routing": {
        "initialDrtViolationCount": 1,
        "wirelength_um": 741,
        "final_antenna_net_count": 0,
        "drc_errors": 0,
        "viasPerCell": 2.36,
        "via_count": 212,
        "antenna-diode-count": 0,
        "wl_per_cell_um": 8.23,
        "firstDrtPassIters": 2,
    },
    "sta": {
        "finalSetupTns_ps": 0,
        "finalMaxSlewViolations": 0,
        "finalHoldViolations": 0,
        "period_used_pct": 91.7,
        "setup_violations": 0,
        "timing.fmax_ghz": 0.142,
        "slew_headroom_pct": 92.9,
        "fin_ws_ps": 642,
        "worst_pin_slew_ps": 106,
        "finalCriticalPeriod_ps": 7060,
        "rsz0062_at_grt": "no",
    },
    "global_routing": {
        "grt_pass1_vias": 231,
        "met1_usage_pct": 3.51,
        "grt-ovfl-total": 0,
        "grt_max_degree": 2,
        "antenna_found_initial": 0,
        "grtUsageMet3_pct": 1.48,
        "gr-usage-met2_pct": 2.73,
        "grtUsageTotal_pct": 2.30,
        "grt_pass1_wl_um": 1170,
        "gr-max-usage-layer": "met1",
    },
    "finish": {
        "syn2layout_area_growth_pct": 100,
        "drive_above_1_share_pct": 0,
        "regArea_um2": 0,
        "flop-count": 0,
        "stdcell_count": 90,
        "clock_buffers": 0,
        "final-comb-area_um2": 160,
        "fillers": 391,
    },
    "power_and_ir_drop": {
        "p_leak_nw": 0.213,
        "vdd_ir_drop_max_v": 0.0000209,
        "power_density_nw_per_um2": 67.9,
    },
    "job": {
        "warnings": 32,
        "cap_violations": 0,
    },
    "clock_tree": {
        "cts_setup_buffers": 0,
        "cts.repair.resized": 0,
        "cts_hold_buf": 0,
    },
    "floorplanning": {
        "io-pin-count": 26,
        "rows": 21,
        "fp_util_pct": 7.55,
        "core_region_area_um2": 3420,
        "die_h_um": 80,
        "die-area_um2": 6400,
        "die_w_um": 80,
    },
    "placed_design": {
        "io_buffer_count": 26,
        "gp_congestion": 0.862,
        "dpl.cell_count": 90,
        "dp_hpwl_um": 762,
        "post-place-ws_ps": 602,
    },
    "min_path": {
        "min_path_type": "input pin to primary output",
    },
}
[path summary, 6_finish.rpt]
check	from	slack [ps]	endpoint	cells past startpoint
max	A[0]	640	SUM[7]	14
min	C0	4120	SUM[0]	5
[stage by stage]
step	util (%)	power (mW)	instance area (um2)	hold WS, ps
6_report	15.1	0.0350	515	4120
5_1_grt	15.1	0.0405	515	4160
4_1_cts	15.1	0.0365	515	4130
3_5_place_dp	15.1	0.0364	515	4130
3_3_place_gp	15.1	0.0362	515	4140
2_1_floorplan	-	0.0173	258	3300
[kinds of logic after synthesis]
| family | synth area share [%] |
|---|---|
| fa+ha+maj | 62.1 |
| buf+inv | 37.9 |
[metal layers]
layer	wire length [um]	share of wire, %
met2	207	28
met5	0	0
met1	367	50
met4	0	0
met3	167	23
[report_power, final]
part	total, mW	internal [mW]	switching, mW	leakage [nW]
logic	0.0350	0.0259	0.00913	0.213
clock network	0	0	0	0
registers	0	0	0	0
[final cells by class]
type	count	share of cell area, %
Timing Repair Buffer	26	50.5
Inverter	10	7.28
Tap cell	46	11.2
Multi-Input combinational cell	8	31.1
[placed cells by master (no fill, tap or decap)]
cell type / n
inv_1: 10
fa_1: 8
clkdlybuf4s50_1: 26
[tightest hold or removal path, cell delays in order]
cell and delay (ps):
clkdlybuf4s50_1 390, inv_1 60, fa_1 150, inv_1 40, clkdlybuf4s50_1 390
Power and IR drop assume default switching activity.
