`config.mk`:
```
export PLATFORM = sky130hd
export DESIGN_NAME = gpr
export DESIGN_NICKNAME = gpr
export VERILOG_FILES = /design/flow/design.v
export SDC_FILE = /design/flow/constraint.sdc
export NUM_CORES = 4
export LEC_CHECK = 1
export CORE_UTILIZATION = 30
```
`constraint.sdc`:
```
current_design gpr

set clk_period 15.3
set clk_io_pct 0.2

create_clock -name clk0 -period $clk_period [get_ports {Clk}]

set non_clock_inputs [all_inputs -no_clocks]
set_input_delay [expr $clk_period * $clk_io_pct] -clock clk0 $non_clock_inputs
set_output_delay [expr $clk_period * $clk_io_pct] -clock clk0 [all_outputs]
```
`design.v`:
```
`timescale 1ns / 1ps
module gpr(
    input Clk,
    input Reset,
    input [4:0]RS1,
    input [4:0]RS2,
    input [4:0]RD,
    input RegWrite,
    input [31:0]WData,
    output [31:0]RData1,
    output [31:0]RData2
    );
	reg [31:0]data[31:0];
	integer i;
	always @(posedge Clk)
		begin
			if (Reset) begin
				for (i = 0; i<32; i = i + 1) begin
					data[i] <= 32'b0;
				end
			end
			else if (RegWrite) begin
				data[RD] <= WData;
			end
		end
	assign RData1 = data[RS1];
	assign RData2 = data[RS2];
endmodule
```
`run.sh`:
```
#!/bin/bash
# OpenROAD 26Q1-2900-gdf79404cd8, Yosys 0.63+post, stock flow scripts
make -C /OpenROAD-flow-scripts/flow DESIGN_CONFIG=/design/flow/config.mk WORK_HOME=/design/flow/orfs finish
```
==> summary.txt <==
run results: routed wl met3=24500 um, fin. max-slew vios=0, Clock Pin Slew Worst Setup and Hold Paths=60 ps, ys async rst share=0%, top routing layer in use=met5, Yosys warnings=1, number of port buffers=113, Hold Crit Depth=3, Pre-Repair DR Iteration Count=5, fillcell total=17941, Critical Path Start=RS2[2], # H-tree levels=3, detailed placement HPWL=111000 um, first-pass GRT wire length=284000 um, Worst VDD drop=0.0000935 V, die height=436 um, Dominant flop cell=edfxtp_1, CP Class=input port to primary output, final hold vios=0, CP required=12240 ps, Die Wd=436 um, largest reg by FF count=data, Largest regs=data: 1024 flops, layout cells sized above 1=8.48%, maximum clock rate=97.8 MHz, Synth Cell Area=0.0565 mm^2, largest net degree at the start of global routing=88, num rows=158, synth-to-layout area growth=11.8%, hold_buf cts=0, max capacitance violation total=0, Post-synth EDFFs=1024, origin of the worst min-delay path=WData[1], Routed Antenna Nets=0, grt ovf=0, Mean Syn Cell Area=12.2 um^2, setup TNS=0 ps, via count=37993, clk root buf=clkbuf_16, GPL Wtd Cong=0.901, chip area=0.190 mm^2, Worst setup EP type=primary output, setup bufs post-CTS=0, OpenROAD warning count=26, shortest period the worst path allows=10220 ps, Yosys Chip Area=0.0565 mm^2, Max stage delay on crit path=650 ps, DR WL/cell=28.1 um, worst min-delay path category=input port to register, CTS buffer count=106, drt drc=0, Most common cell on crit path=buf_4, Metal-1 WL=68600 um, clk buf depth=3, core area=0.186 mm^2, Routed WL=201000 um, max reg flops=1024, DRT iter0 DRCs=2447, slowest CP cell=buf_4, Distinct cells, synth=31, cell taking the most area after synthesis=edfxtp_1, Pleak=24.1 nW, CP Max Fanout=39, unrepaired setup endpoints after global routing=false, cts repair resizes=0, Init Core Util=30.3%, CTS tree=built, Top-area cell share=54.5%, outcome=finished, final reports clean, CTS Sinks=1024, max_slew headroom=38.1%, Arr. time, crit path=7160 ps, register share after synthesis=54.5%, Critical Path Start Type=input port, Tcrit/Tclk final=66.8%, Finish-stage setup viols=0, GRT Total Usage=21.9%, Pwr Total=6.76 mW, Syn Inst Count=4640, P per Cell Area=107 mW/mm^2, Via density=5.32, register bit total from synthesis=1024, met2 routed wirelength=95200 um, yosys cell count=4640, io pins=114, vias in the first global route=39112, antenna violations before repair=10, actual slew at the worst max-slew pin=926 ps, crit-path cells=clkdlybuf4s50_1 -> nor2b_4 -> buf_4 -> buf_4 -> buf_4 -> a22o_1 -> nor3_1 -> a31oi_1 -> nand3_1 -> clkdlybuf4s50_1, Synth area leaders=edfxtp_1 (54%), mux2i_1 (18%), and2_1 (11%)
==> cells by family after synthesis <==
kind of cell / synth area share, %
buffers and inverters: 4.34
AND-OR/OR-AND: 6.95
flip-flops: 54.5
AND/OR/NAND/NOR: 16.1
multiplexers: 18.2
==> per-stage QoR <==
stage	cell area [um^2]	worst slack [ps]	util [%]	instances	hold slack (ps)
3_3_place_gp	59700	5160	32.1	6935	4010
3_5_place_dp	59700	5160	32.1	6935	4030
2_1_floorplan	56500	8130	-	4640	3260
4_1_cts	63100	5150	33.9	7136	3240
6_report	63200	5080	33.9	7141	3270
5_1_grt	63100	5050	33.9	7137	3310
==> layout make-up <==
cell class | count | area [um^2] | share of cell area, %
sequential | 1024 | 30700 | 48.7
multi-input combinational | 3168 | 23500 | 37.2
tap | 2480 | 3100 | 4.91
clock buffer | 124 | 2760 | 4.37
timing repair buffer | 263 | 2370 | 3.75
clock inverter | 77 | 688 | 1.09
antenna | 5 | 12.5 | 0.0198
==> cells in the mapped netlist (3+ instances only) <==
cell / n
buf_2: 50
a22oi_1: 192
buf_1: 23
or2_2: 34
buf_4: 76
clkbuf_1: 186
nand2_1: 195
a21oi_1: 192
nand3_1: 193
a22o_1: 128
a31oi_1: 64
nor2_8: 4
nor2_4: 10
nor2b_1: 4
and2_1: 1026
clkbuf_4: 4
nor3_1: 64
clkbuf_2: 66
mux2i_1: 1024
edfxtp_1: 1024
nand2b_1: 5
buf_6: 43
nand3b_1: 3
nor2_1: 22
==> power by group <==
part / total [mW] / switching, mW / internal, mW
combinational: 0.818 / 0.526 / 0.292
sequential: 3.31 / 0.0734 / 3.24
clock: 2.63 / 1.15 / 1.48
total: 6.76 / 1.75 / 5.01
==> cell usage in the layout, fill, tap and decap left out, types with 7 or more instances in the layout <==
master | synthesis | final
a21oi_1 | 192 | 192
or2_2 | 34 | 34
buf_4 | 76 | 142
clkdlybuf4s50_1 | 0 | 111
nand3_1 | 193 | 193
clkinv_2 | 0 | 24
nand2_1 | 195 | 193
a22oi_1 | 192 | 192
edfxtp_1 | 1024 | 1024
a22o_1 | 128 | 128
clkinvlp_4 | 0 | 7
clkbuf_16 | 0 | 108
buf_12 | 0 | 8
clkinv_1 | 0 | 28
nor2_4 | 10 | 30
nor3_1 | 64 | 64
clkbuf_1 | 186 | 16
and2_1 | 1026 | 1024
bufinv_16 | 0 | 11
mux2i_1 | 1024 | 1024
a31oi_1 | 64 | 64
==> worst paths after layout <==
| check | endpoint | slack, ps |
|---|---|---|
| worst max-delay path | RData2[26] | 5080 |
| worst min-delay path | data[11][1] | 3270 |
==> worst max-delay path, delay by kind of cell <==
kind                   cells  cell delay [ps]
AOI/OAI and AO/OA          2              720
and+or+nand+nor            3              470
buffers and inverters      5             2740
==> per-layer routing <==
metal  vias up  global-route usage, %
met5         -                   1.21
li1      16819                      -
met2      2118                   34.7
met1     18480                   24.3
met3       562                   11.4
met4        14                   10.4
Power figures rest on the tool's default switching activity, not on a simulated workload.
