==> design.v <==
`timescale 1ns / 1ps
module alu( ALU_DA, ALU_DB, ALUOp, ALU_DC, ALU_Zero);
	input [31:0]ALU_DA, ALU_DB;
	input [2:0]ALUOp;
	output [31:0]ALU_DC;
	output ALU_Zero;
	assign ALU_DC = (ALUOp == 3'b000) ? ALU_DA + ALU_DB : 
						 (ALUOp == 3'b001) ? ALU_DA - ALU_DB :
						 (ALUOp == 3'b010) ? ALU_DA & ALU_DB :
						 (ALUOp == 3'b100) ? ALU_DA | ALU_DB : 
						 (ALUOp == 3'b101) ? ALU_DA ^ ALU_DB : 32'bx;
	assign ALU_Zero = (ALU_DC == 1'b0)? 1'b1 : 1'b0;
endmodule
==> run.sh <==
#!/bin/bash
# OpenROAD 26Q1-2900-gdf79404cd8, Yosys 0.63+post, stock flow scripts
make -C /OpenROAD-flow-scripts/flow DESIGN_CONFIG=/design/flow/config.mk WORK_HOME=/design/flow/orfs finish
==> config.mk <==
export PLATFORM = sky130hd
export DESIGN_NAME = alu
export DESIGN_NICKNAME = alu
export VERILOG_FILES = /design/flow/design.v
export SDC_FILE = /design/flow/constraint.sdc
export NUM_CORES = 4
export LEC_CHECK = 1
export CORE_UTILIZATION = 50
==> constraint.sdc <==
current_design alu

set clk_period 39.0
set clk_io_pct 0.2

create_clock -name clk0 -period $clk_period

set non_clock_inputs [all_inputs -no_clocks]
set_input_delay [expr $clk_period * $clk_io_pct] -clock clk0 $non_clock_inputs
set_output_delay [expr $clk_period * $clk_io_pct] -clock clk0 [all_outputs]
==> flow_metrics.tcl <==
# metrics dict for downstream scripts
set metrics [dict create \
    status "completed" \
    drive_gt1_share_pct 2.63 \
    yosysCellCount 858 \
    wl_um 20800 \
    maxCapViolCount 0 \
    drtIter0Drc 715 \
    firstDrtPassIters 6 \
    cp_slowest_cell "clkinv_1" \
    die_h_um 107 \
    tns_ps 0 \
    ys_seq_share_pct 0 \
    fin_crit_sh_pct 54.0 \
    netlist_area_mm2 0.00547 \
    hpwl_um 15800 \
    finalSetupViolCount 0 \
    place_ws_ps 18100 \
    worstPathRequired_ps 31200 \
    rsz0062_at_grt "false" \
    synth.top_cell.area_share_pct 21.7 \
    grt_pass1_vias 6280 \
    ioPinCount 100 \
    viasPerCell 6.54 \
    crit_type "in2out" \
    power_density_mw_per_mm2 16.0 \
    numPortBuffers 100 \
    tightest_slew_ps 1020 \
    top_cells_by_area "ha_1 (22%), a21oi_1 (9.4%), o21ai_0 (6.3%), inv_1 (6.3%), nor2_1 (4.9%)" \
    post-route-min-period_ps 21060 \
    tool_warnings 96 \
    area_growth_pct 18.7 \
    die_w_um 107 \
    grt.total_usage_pct 36.9 \
    synthCells 858 \
    min_path_type "in2out" \
    p_leak_nw 2.83 \
    hold_viol_final 0 \
    slew_viol_final 0 \
    final_antenna_net_count 0 \
    antenna_found_initial 0 \
    start_kind "primary input" \
    rows 37 \
    finalPower_mw 0.104 \
    core-area_mm2 0.0105 \
    cp_data_arrival_time_ps 13260 \
    cts_hold_buf 0 \
    avgSynthCellArea_um2 6.37 \
    die_area_mm2 0.0114 \
    fin_util_pct 62.0 \
    postPlaceCellArea_mm2 0.00649 \
    max_stage_delay_ps 770 \
    critPathMaxFanout 34 \
    ys_types 71 \
    cp_common_cell "or4_1" \
    fin_ws_ps 17940 \
    routedWlPerCell_um 19.8 \
    ys_chip_area_mm2 0.00547 \
    crit_path_cell_trace "clkdlybuf4s50_1 > buf_4 > clkinv_1 > o22ai_1 > a21oi_1 > o221a_1 > or4_1 > or4_1 > or4_1 > or4_1 > nor4b_2 > nand4bb_1 > nor4_2 > clkdlybuf4s50_1" \
    fp_util_pct 52.2 \
    antenna_cells 0 \
    end_kind "output port" \
    cts_resized 0 \
    max_slew_margin_pct 31.2 \
    grt_pass1_wl_um 32700 \
    vdd_drop_max_mv 0.00918 \
    design_area_mm2 0.00649 \
    globalplace.congestion 1.02 \
    post_cts_buffers 0 \
    yosysWarnings 0 \
    grt_overflow 0 \
    clkbuf_count 0 \
    regArea_um2 0 \
    drcViolationCount 0 \
    seq_cells 0 \
    grt_max_degree 71 \
    fmaxAchievable_mhz 47.5 \
    top_area_cell "ha_1" \
    vias 6868 \
]
final timing paths:
kind / from / endpoint / slack (ps) / cells after the start
worst max-delay path: ALUOp[2] / ALU_Zero / 17940 / 14
worst min-delay path: ALUOp[0] / ALU_DC[0] / 16710 / 4
worst max-delay path, delay by kind of cell:
kind / cells / cell delay [ps]
AND-OR/OR-AND: 3 / 730
buffers and inverters: 4 / 2090
AND/OR/NAND/NOR: 7 / 2630
area by class of cell:
type | instances | area (um^2)
tap | 136 | 170
fill | 976 | 3980
multi-input combinational | 713 | 4920
inverter | 94 | 353
timing repair buffer | 107 | 1050
power breakdown:
group          leakage [nW]  switching, mW  internal (mW)
combinational          2.83         0.0591         0.0446
clock                     0              0              0
sequential                0              0              0
per-layer routing:
metal  wire [um]  part of all wire [%]  global-route usage (%)
met1        8900                    43                    52.8
met2        8570                    41                    55.9
met3        2720                    13                    8.94
met4         586                   2.8                    7.83
met5           0                     0                       0
per-stage QoR:
step	cells	hold WS [ps]
global placement	1050	16700
floorplan	858	15770
detailed placement	1050	16720
global route	1050	16770
CTS	1050	16720
finish	1050	16710
Yosys cell counts (5+ instances only):
cell type  instances
a221o_1            7
nor4_1            10
nor3_1            18
a21o_1            16
nand2b_1           8
clkbuf_1          42
a22oi_1            5
nor2b_1           14
o31ai_1           12
a211oi_1          10
o311ai_0           5
buf_1              5
o21bai_1          11
o22ai_1           16
a31oi_1           16
nand2_1           59
nor2_1            72
nand3_1           18
or4_1              7
xnor2_1           19
a32oi_1            5
a22o_1             6
inv_1             91
or3_1             12
a221oi_1           5
a21oi_1          103
o21a_1             5
nand4_1            7
o211ai_1           5
ha_1              95
o21ai_0           69
o221ai_1           6
and3_1             5
kinds of logic (layout without fill, tap and decap cells):
kind of cell             after synthesis  count (layout)  synth area share, %
AND-OR/OR-AND                        346             346                 41.1
multiplexers                           6               6                 1.19
buffers and inverters                145             201                 10.1
AND/OR/NAND/NOR                      241             241                 21.5
XOR/XNOR                              23              23                 3.69
adder cells (fa/ha/maj)               97              97                 22.5
placed cells by master, fill, tap and decap left out, types with 11 or more instances in the layout:
| cell | instances |
|---|---|
| a21oi_1 | 103 |
| clkdlybuf4s50_1 | 99 |
| ha_1 | 95 |
| inv_1 | 91 |
| nor2_1 | 72 |
| o21ai_0 | 69 |
| nand2_1 | 59 |
| xnor2_1 | 19 |
| nor3_1 | 18 |
| nand3_1 | 18 |
| a31oi_1 | 16 |
| o22ai_1 | 16 |
| a21o_1 | 16 |
| nor2b_1 | 14 |
| or3_1 | 12 |
| o31ai_1 | 12 |
| o21bai_1 | 11 |
Power and IR drop assume default switching activity.
